==> /design/flow/design.v <==
module draw_control (
	input clock,
		resetn,
		startn,
		draw_go,
	input [5:0] draw_done,  
		erase_done,
		draw_colour,
		erase_colour,
	input [8:0] draw_0_x,  
		draw_1_x,
		draw_2_x,
		draw_3_x,
		draw_4_x,
		draw_5_x,
		erase_0_x,
		erase_1_x,
		erase_2_x,
		erase_3_x,
		erase_4_x,
		erase_5_x,
	input [7:0] draw_0_y,  
		draw_1_y,
		draw_2_y,
		draw_3_y,
		draw_4_y,
		draw_5_y,
		erase_0_y,
		erase_1_y,
		erase_2_y,
		erase_3_y,
		erase_4_y,
		erase_5_y,	
	input [5:0] main_state,
	output reg all_drawing_done,
		vga_enable,
	output reg [5:0] draw_enable,  
		erase_enable,
	output reg [8:0] x_out,
	output reg [7:0] y_out,
	output reg [2:0] colour_out,
	output reg [4:0] current_state
	);
	reg [4:0] next_state;
	localparam	WAIT		= 4'd0,
					ERASE_0	= 4'd2,
					DRAW_0	= 4'd3,
					ERASE_1	= 4'd4,
					DRAW_1	= 4'd5,
					ERASE_2	= 4'd6,
					DRAW_2	= 4'd7,
					ERASE_3	= 4'd8,
					DRAW_3	= 4'd9,
					ERASE_4	= 4'd10,
					DRAW_4	= 4'd11,
					ERASE_5	= 4'd12,
					DRAW_5	= 4'd13,
					DONE		= 4'd14;
	initial current_state = WAIT;
	always@(*)
	begin: state_table
			case (current_state)
				WAIT		: next_state = draw_go ? ERASE_0 : WAIT;
				ERASE_0	: next_state = erase_done[0] ? DRAW_0 : ERASE_0;
				DRAW_0	: next_state = draw_done[0] ? ERASE_1 : DRAW_0;
				ERASE_1	: next_state = erase_done[1] ? DRAW_1 : ERASE_1;
				DRAW_1	: next_state = draw_done[1] ? ERASE_2 : DRAW_1;
				ERASE_2	: next_state = erase_done[2] ? DRAW_2 : ERASE_2;
				DRAW_2	: next_state = draw_done[2] ? ERASE_3 : DRAW_2;
				ERASE_3	: next_state = erase_done[3] ? DRAW_3 : ERASE_3;
				DRAW_3	: next_state = draw_done[3] ? ERASE_4 : DRAW_3;
				ERASE_4	: next_state = erase_done[4] ? DRAW_4 : ERASE_4;
				DRAW_4	: next_state = draw_done[4] ? ERASE_5 : DRAW_4;
				ERASE_5	: next_state = erase_done[5] ? DRAW_5 : ERASE_5;
				DRAW_5	: next_state = draw_done[5] ? DONE : DRAW_5;
				DONE		: next_state = draw_go ? DONE : WAIT;
				default: next_state = WAIT;
			endcase
	end  
	always @(*)
	begin: enable_signals
		all_drawing_done = 1'b0;
		vga_enable = 1'b0;
		draw_enable = 6'b000000;
		erase_enable = 6'b000000;
		case (current_state)
			ERASE_0	: begin
				erase_enable[0] = 1'b1;
				x_out = erase_0_x;
				y_out = erase_0_y;
				colour_out = {erase_colour[0], erase_colour[0], erase_colour[0]};
				vga_enable = 1'b1;
				end
			DRAW_0	: begin
				draw_enable[0] = 1'b1;
				x_out = draw_0_x;
				y_out = draw_0_y;
				colour_out = {draw_colour[0], draw_colour[0], draw_colour[0]};
				vga_enable = 1'b1;
				end
			ERASE_1	: begin
				erase_enable[1] = 1'b1;
				x_out = erase_1_x;
				y_out = erase_1_y;
				colour_out = {erase_colour[1], erase_colour[1], erase_colour[1]};
				vga_enable = 1'b1;
				end
			DRAW_1	: begin
				draw_enable[1] = 1'b1;
				x_out = draw_1_x;
				y_out = draw_1_y;
				colour_out = {draw_colour[1], draw_colour[1], draw_colour[1]};
				vga_enable = 1'b1;
				end
			ERASE_2	: begin
				erase_enable[2] = 1'b1;
				x_out = erase_2_x;
				y_out = erase_2_y;
				colour_out = {erase_colour[2], erase_colour[2], erase_colour[2]};
				vga_enable = 1'b1;
				end
			DRAW_2	: begin
				draw_enable[2] = 1'b1;
				x_out = draw_2_x;
				y_out = draw_2_y;
				colour_out = {draw_colour[2], draw_colour[2], draw_colour[2]};
				vga_enable = 1'b1;
				end
			ERASE_3	: begin
				erase_enable[3] = 1'b1;
				x_out = erase_3_x;
				y_out = erase_3_y;
				colour_out = {erase_colour[3], erase_colour[3], erase_colour[3]};
				vga_enable = 1'b1;
				end
			DRAW_3	: begin
				draw_enable[3] = 1'b1;
				x_out = draw_3_x;
				y_out = draw_3_y;
				colour_out = {draw_colour[3], draw_colour[3], draw_colour[3]};
				vga_enable = 1'b1;
				end
			ERASE_4	: begin
				erase_enable[4] = 1'b1;
				x_out = erase_4_x;
				y_out = erase_4_y;
				colour_out = {erase_colour[4], erase_colour[4], erase_colour[4]};
				vga_enable = 1'b1;
				end
			DRAW_4	: begin
				draw_enable[4] = 1'b1;
				x_out = draw_4_x;
				y_out = draw_4_y;
				colour_out = {draw_colour[4], draw_colour[4], draw_colour[4]};
				vga_enable = 1'b1;
				end
			ERASE_5	: begin
				erase_enable[5] = 1'b1;
				x_out = erase_5_x;
				y_out = erase_5_y;
				colour_out = {erase_colour[5], erase_colour[5], erase_colour[5]};
				vga_enable = 1'b1;
				end
			DRAW_5	: begin
				draw_enable[5] = 1'b1;
				x_out = draw_5_x;
				y_out = draw_5_y;
				colour_out = {draw_colour[5], draw_colour[5], draw_colour[5]};
				vga_enable = 1'b1;
				end
			DONE		: begin
				all_drawing_done = 1'b1;
				x_out = 9'b0;
				y_out = 8'b0;
				colour_out = 3'b111;
				end
			default: begin
				x_out = 9'b0;
				y_out = 8'b0;
				colour_out = 3'b111;
				end
		endcase
	end  
	always @(posedge clock)
	begin: state_FFs
		if (!resetn | (!startn & main_state == 5'd0))
			current_state <= WAIT;
		else
			current_state <= next_state;
	end  
endmodule
module draw (
	input clock,
		draw_enable,
	input [3:0] line_id,
	input [2:0] line_above,
	input [5:0] offset,
	output reg [8:0] x,
	output reg [7:0] y,
	output reg colour,
		draw_done
	);
	reg [7:0] line_id_offset;
	localparam 	black = 1'b0,
					white = 1'b1;
	always @(*)
		line_id_offset = line_id * 40;
	always @(*)
		y = line_id_offset + offset;
	always@(posedge clock)
	begin
		if (!draw_enable)
			case (line_above)
				3'b000: begin
					x <= 140; 
					draw_done <= 1'b0;
					colour <= white;
				end
				3'b001: begin
					x <= 120;
					draw_done <= 1'b0;
					colour <= black;
				end
				3'b010: begin
					x <= 140;
					draw_done <= 1'b0;
					colour <= black;
				end
				3'b011: begin
					x <= 160;
					draw_done <= 1'b0;
					colour <= black;
				end
				3'b100: begin
					x <= 180;
					draw_done <= 1'b0;
					colour <= black;
				end
				default: begin
					x <= 140;
					draw_done <= 1'b0;
					colour <= white;
				end
			endcase
		else 
			case (line_above)
				3'b000:  
					draw_done <= 1'b1;
				3'b001: begin
					if (x == 139)
						draw_done <= 1'b1;
					else
						x = x + 1;
				end
				3'b010: begin
					if (x == 159)
						draw_done <= 1'b1;
					else
						x = x + 1;
				end
				3'b011: begin
					if (x == 179)
						draw_done <= 1'b1;
					else
						x = x + 1;
				end
				3'b100: begin
					if (x == 199)
						draw_done <= 1'b1;
					else
						x = x + 1;
				end
				default:
					draw_done <= 1'b1;
			endcase
	end  
endmodule
module erase (
	input clock,
		erase_enable,
	input [3:0] line_id,
	input [2:0] line_below,
	input [5:0] offset,
	output reg [8:0] x,
	output reg [7:0] y,
	output colour,
	output reg erase_done
	);
	reg [7:0] line_id_offset;
	assign colour = 1'b1;  
	always @(*)
		line_id_offset = line_id * 40;
	always @(*)
		y = line_id_offset + offset;
	always@(posedge clock)
	begin
		if (!erase_enable)
			case (line_below)
				3'b000: begin
					x <= 140; 
					erase_done <= 1'b0;
				end
				3'b001: begin
					x <= 120;
					erase_done <= 1'b0;
				end
				3'b010: begin
					x <= 140;
					erase_done <= 1'b0;
				end
				3'b011: begin
					x <= 160;
					erase_done <= 1'b0;
				end
				3'b100: begin
					x <= 180;
					erase_done <= 1'b0;
				end
				default: begin
					x <= 140;
					erase_done <= 1'b0;
				end
			endcase
		else 
			case (line_below)
				3'b000:  
					erase_done <= 1'b1;
				3'b001: begin
					if (x == 139)
						erase_done <= 1'b1;
					else
						x = x + 1;
				end
				3'b010: begin
					if (x == 159)
						erase_done <= 1'b1;
					else
						x = x + 1;
				end
				3'b011: begin
					if (x == 179)
						erase_done <= 1'b1;
					else
						x = x + 1;
				end
				3'b100: begin
					if (x == 199)
						erase_done <= 1'b1;
					else
						x = x + 1;
				end
				default:
					erase_done <= 1'b1;
			endcase
	end  
endmodule
module draw_master (
	input clock, 
		resetn, 
		startn,
		draw_go,
	input [5:0] offset,
	input [2:0] line_0,
		line_1,
		line_2,
		line_3,
		line_4,
		line_5,
		line_6,
	input [5:0] main_state, 
	output all_draw_done, vga_enable,
	output [8:0] x_out,
	output [7:0] y_out,
	output [2:0] colour_out
	);
	wire [5:0] draw_done,
		erase_done,
		draw_colour,
		erase_colour,
		draw_enable,
		erase_enable;
	wire [8:0] draw_0_x,  
		draw_1_x,
		draw_2_x,
		draw_3_x,
		draw_4_x,
		draw_5_x,
		erase_0_x,
		erase_1_x,
		erase_2_x,
		erase_3_x,
		erase_4_x,
		erase_5_x;
	wire [7:0] draw_0_y,  
		draw_1_y,
		draw_2_y,
		draw_3_y,
		draw_4_y,
		draw_5_y,
		erase_0_y,
		erase_1_y,
		erase_2_y,
		erase_3_y,
		erase_4_y,
		erase_5_y;
	wire [4:0] current_state;
	draw_control c0(
		.clock(clock),
		.resetn(resetn),
		.startn(startn),
		.draw_go(draw_go),
		.main_state(main_state[5:0]),
		.draw_done(draw_done[5:0]),
		.erase_done(erase_done[5:0]),
		.draw_colour(draw_colour[5:0]),
		.erase_colour(erase_colour[5:0]),
		.draw_0_x(draw_0_x[8:0]),  
		.draw_1_x(draw_1_x[8:0]),
		.draw_2_x(draw_2_x[8:0]),
		.draw_3_x(draw_3_x[8:0]),
		.draw_4_x(draw_4_x[8:0]),
		.draw_5_x(draw_5_x[8:0]),
		.erase_0_x(erase_0_x[8:0]),
		.erase_1_x(erase_1_x[8:0]),
		.erase_2_x(erase_2_x[8:0]),
		.erase_3_x(erase_3_x[8:0]),
		.erase_4_x(erase_4_x[8:0]),
		.erase_5_x(erase_5_x[8:0]),
		.draw_0_y(draw_0_y[7:0]),  
		.draw_1_y(draw_1_y[7:0]),
		.draw_2_y(draw_2_y[7:0]),
		.draw_3_y(draw_3_y[7:0]),
		.draw_4_y(draw_4_y[7:0]),
		.draw_5_y(draw_5_y[7:0]),
		.erase_0_y(erase_0_y[7:0]),
		.erase_1_y(erase_1_y[7:0]),
		.erase_2_y(erase_2_y[7:0]),
		.erase_3_y(erase_3_y[7:0]),
		.erase_4_y(erase_4_y[7:0]),
		.erase_5_y(erase_5_y[7:0]),	
		.all_drawing_done(all_draw_done),
		.vga_enable(vga_enable),
		.draw_enable(draw_enable[5:0]),  
		.erase_enable(erase_enable[5:0]),
		.x_out(x_out[8:0]),
		.y_out(y_out[7:0]),
		.colour_out(colour_out[2:0]),
		.current_state(current_state[4:0])
	);
	draw draw0 (
		.clock(clock),
		.draw_enable(draw_enable[0]),
		.line_id(4'b0000),
		.line_above(line_0[2:0]),
		.offset(offset[5:0]),
		.x(draw_0_x[8:0]),
		.y(draw_0_y[7:0]),
		.colour(draw_colour[0]),
		.draw_done(draw_done[0])
	);
	draw draw1 (
		.clock(clock),
		.draw_enable(draw_enable[1]),
		.line_id(4'b0001),
		.line_above(line_1[2:0]),
		.offset(offset[5:0]),
		.x(draw_1_x[8:0]),
		.y(draw_1_y[7:0]),
		.colour(draw_colour[1]),
		.draw_done(draw_done[1])
	);
	draw draw2 (
		.clock(clock),
		.draw_enable(draw_enable[2]),
		.line_id(4'b0010),
		.line_above(line_2[2:0]),
		.offset(offset[5:0]),
		.x(draw_2_x[8:0]),
		.y(draw_2_y[7:0]),
		.colour(draw_colour[2]),
		.draw_done(draw_done[2])
	);
	draw draw3 (
		.clock(clock),
		.draw_enable(draw_enable[3]),
		.line_id(4'b0011),
		.line_above(line_3[2:0]),
		.offset(offset[5:0]),
		.x(draw_3_x[8:0]),
		.y(draw_3_y[7:0]),
		.colour(draw_colour[3]),
		.draw_done(draw_done[3])
	);
	draw draw4 (
		.clock(clock),
		.draw_enable(draw_enable[4]),
		.line_id(4'b0100),
		.line_above(line_4[2:0]),
		.offset(offset[5:0]),
		.x(draw_4_x[8:0]),
		.y(draw_4_y[7:0]),
		.colour(draw_colour[4]),
		.draw_done(draw_done[4])
	);
	draw draw5 (
		.clock(clock),
		.draw_enable(draw_enable[5]),
		.line_id(4'b0101),
		.line_above(line_5[2:0]),
		.offset(offset[5:0]),
		.x(draw_5_x[8:0]),
		.y(draw_5_y[7:0]),
		.colour(draw_colour[5]),
		.draw_done(draw_done[5])
	);
	erase erase0 (
		.clock(clock),
		.erase_enable(erase_enable[0]),
		.line_id(4'b0000),
		.line_below(line_1[2:0]),
		.offset(offset[5:0]),
		.x(erase_0_x[8:0]),
		.y(erase_0_y[7:0]),
		.colour(erase_colour[0]),
		.erase_done(erase_done[0])
	);
	erase erase1 (
		.clock(clock),
		.erase_enable(erase_enable[1]),
		.line_id(4'b0001),
		.line_below(line_2[2:0]),
		.offset(offset[5:0]),
		.x(erase_1_x[8:0]),
		.y(erase_1_y[7:0]),
		.colour(erase_colour[1]),
		.erase_done(erase_done[1])
	);
	erase erase2 (
		.clock(clock),
		.erase_enable(erase_enable[2]),
		.line_id(4'b0010),
		.line_below(line_3[2:0]),
		.offset(offset[5:0]),
		.x(erase_2_x[8:0]),
		.y(erase_2_y[7:0]),
		.colour(erase_colour[2]),
		.erase_done(erase_done[2])
	);
	erase erase3 (
		.clock(clock),
		.erase_enable(erase_enable[3]),
		.line_id(4'b0011),
		.line_below(line_4[2:0]),
		.offset(offset[5:0]),
		.x(erase_3_x[8:0]),
		.y(erase_3_y[7:0]),
		.colour(erase_colour[3]),
		.erase_done(erase_done[3])
	);
	erase erase4 (
		.clock(clock),
		.erase_enable(erase_enable[4]),
		.line_id(4'b0100),
		.line_below(line_5[2:0]),
		.offset(offset[5:0]),
		.x(erase_4_x[8:0]),
		.y(erase_4_y[7:0]),
		.colour(erase_colour[4]),
		.erase_done(erase_done[4])
	);
	erase erase5 (
		.clock(clock),
		.erase_enable(erase_enable[5]),
		.line_id(4'b0101),
		.line_below(line_6[2:0]),
		.offset(offset[5:0]),
		.x(erase_5_x[8:0]),
		.y(erase_5_y[7:0]),
		.colour(erase_colour[5]),
		.erase_done(erase_done[5])
	);
endmodule
==> /design/flow/run.sh <==
#!/bin/bash
# OpenROAD 26Q1-2900-gdf79404cd8, Yosys 0.63+post, stock flow scripts
make -C /OpenROAD-flow-scripts/flow DESIGN_CONFIG=/design/flow/config.mk WORK_HOME=/design/flow/orfs finish
==> /design/flow/config.mk <==
export PLATFORM = sky130hd
export DESIGN_NAME = draw_master
export DESIGN_NICKNAME = draw_master
export VERILOG_FILES = /design/flow/design.v
export SDC_FILE = /design/flow/constraint.sdc
export NUM_CORES = 4
export LEC_CHECK = 1
export CORE_UTILIZATION = 40
==> /design/flow/constraint.sdc <==
current_design draw_master

set clk_period 5.8
set clk_io_pct 0.2

create_clock -name clk0 -period $clk_period [get_ports {clock}]

set non_clock_inputs [all_inputs -no_clocks]
set_input_delay [expr $clk_period * $clk_io_pct] -clock clk0 $non_clock_inputs
set_output_delay [expr $clk_period * $clk_io_pct] -clock clk0 [all_outputs]
==> deck_impl_summary.md <==
Physical Implementation Snapshot

Status
  – Outcome: completed

Final timing
  – Fin worst setup slack: 1160 ps
  – Setup clock skew after layout: 9.60 ps
  – RSZ-0062 raised after global routing: no
  – Rel. slew slack: 0.448
  – Final worst path period need: 4640 ps
  – Setup-violating endpoint count in the final report: 0
  – Final count of pins violating max slew: 0
  – Final Hold Violation Tally: 0
  – Slew of the pin with the lowest slew margin: 827 ps
  – Fmax: 215 MHz
  – Final cycle utilization of the critical path: 0.801
  – Sum of negative setup slack: 0 ps

Logic synthesis
  – Synthesized instance count: 999
  – Yosys cell types: 69
  – Commonest cells post-synth: sky130_fd_sc_hd__edfxtp_1 (114), sky130_fd_sc_hd__nor2_1 (109), sky130_fd_sc_hd__nand2_1 (74)
  – Mean instance size in the synthesized netlist: 9.07 um^2
  – Count of flip-flops with a built-in enable after synthesis: 114
  – Number of cell instances after yosys synthesis: 999
  – Leading post-synthesis cells by cell area: sky130_fd_sc_hd__edfxtp_1 (38%), sky130_fd_sc_hd__xor2_1 (4.7%), sky130_fd_sc_hd__nor2_1 (4.5%), sky130_fd_sc_hd__xnor2_1 (4.3%), sky130_fd_sc_hd__nand3_1 (3.6%)
  – Portion of the post-synthesis area used by sequential elements: 0.413
  – Synth Register Bits: 130
  – Primary FF master, synth: sky130_fd_sc_hd__edfxtp_1
  – Share of the synthesized area in the top cell type: 0.378
  – Total number of yosys warnings: 3
  – Cell taking the most area after synthesis: sky130_fd_sc_hd__edfxtp_1
  – Async SR Flop Fraction: 0
  – Area of the mapped netlist: 9060 um^2
  – Yosys Chip Area: 9060 um^2
  – Most frequently used cell type in the post-synthesis netlist: sky130_fd_sc_hd__edfxtp_1

CTS
  – Clk pin slew, worst setup/hold paths: 60 ps
  – Clock latency reported for the late side of the worst-skew pair: 420 ps
  – Setup bufs post-CTS: 0
  – Count of hold buffers inserted by post-cts repair: 0
  – Gates resized, CTS repair: 0
  – Clock tree buffer depth: 2
  – Clock tree from TritonCTS: yes
  – Depth of the CTS H-tree: 4
  – CTS Buf Count: 17
  – Num Clock Sinks: 130
  – Clock root buffer: sky130_fd_sc_hd__clkbuf_16

Detailed routing
  – Vias per Instance: 5.93
  – Total routed wirelength: 26,300 um
  – Antenna diodes: 0
  – Initial DRC Count: 708
  – Remaining number of nets flagged by the antenna check after routing: 0
  – Total DRC errors in the routed layout: 0
  – Routed len/inst: 19.9 um
  – Vias: 7,822
  – Length of the first detailed-routing pass in iterations: 7

Power
  – Power share of the clock group: 0.431
  – Proportion of power drawn by flip-flops and latches: 0.470
  – Power density over the cells: 235 nW/um^2
  – Switching share of power: 0.250
  – Leakage component of the power: 3.73 nW
  – Switch Pwr: 0.610 mW
  – Part of the power in combinational logic: 0.098
  – Largest vdd supply drop: 0.000179 V
  – Cell Int Power: 1.83 mW

Layout
  – P&R area growth vs syn: 14.6%
  – Number of fill cells in the layout: 2,083
  – Proportion of layout cells with a drive suffix above 1: 0.0655
  – Final standard cell area without fillers: 10,400 um^2

Worst hold path
  – Worst hold-check path type: flip-flop to flip-flop
  – Start point of the worst min-delay path: erase5.erase_done

Floorplanning
  – Number of I/O pins: 59
  – Core ar.: 22,000 um^2
  – Total die size: 23,200 um^2
  – Chip width: 152 um
  – Vertical die dimension: 152 um
  – Pre-Place Util: 0.411
  – Number of standard-cell rows in the floorplan: 54

Setup path
  – Worst-path cell with the longest stage delay: sky130_fd_sc_hd__dfxtp_1
  – Type of origin of the critical path: flip-flop
  – Crit Path Class: flip-flop to output pin
  – Critical path origin: c0.current_state[3]
  – Cell family with most CP delay: simple AND/OR/NAND/NOR gates
  – Worst-path maximum fanout: 20
  – Crit-path cells: nand2b_1 -> nor2_1 -> buf_4 -> a22o_1 -> a221oi_1 -> nand3_1 -> clkdlybuf4s50_1
  – Arrival time at the worst endpoint: 3480 ps
  – Type of destination of the critical path: output pin
  – Worst stage delay on the critical path: 810 ps
  – Combined buffer and inverter count along the critical path: 2
  – Required arrival time at the worst endpoint: 4640 ps
  – Origin of the critical flop-to-flop path: c0.current_state[3]

Flow run
  – Number of violations of the max-capacitance limit: 0
  – Tool warnings: 26

Global route
  – Wire length of the first global-routing pass: 41,100 um
  – GR Util All Layers: 0.239
  – Largest net degree at the start of global routing: 25
  – Via count of the first global-routing pass: 7,162
  – Total congestion overflow: 0
  – Antenna violations before repair: 0

Placement
  – Cell area after placement: 9800 um^2
  – Half-perimeter wire length of the detailed placement result: 19,400 um
  – Placer congestion estimate: 0.968
  – Buffers added on ports: 58
  – Place WS: 1250 ps
-- registers in the layout, indices dropped and copies added, names as in the netlist, 4 cells and up --
name	flops
draw4.x	9
erase3.x	9
c0.current_state	4
erase0.x	9
draw3.x	9
erase4.x	9
draw0.x	9
erase2.x	9
draw1.x	9
erase5.x	9
erase1.x	9
draw5.x	9
draw2.x	9
-- worst paths after layout --
kind | to | slack (ps) | cells after the start
setup / recovery | x_out[1] | 1160 | 7
hold / removal | erase5.erase_done | 470 | 1
setup reg to reg | draw4.x[2] | 2990 | 5
hold reg to reg | erase5.erase_done | 470 | 1
-- stage by stage --
step | hold slack [ps] | util | cells | total power, mW
floorplan | 440 | - | 999 | 1.29
global placement | 453 | 0.445 | 1286 | 1.40
detailed placement | 463 | 0.445 | 1286 | 1.40
CTS | 477 | 0.471 | 1318 | 2.46
global route | 487 | 0.471 | 1318 | 2.53
finish | 472 | 0.471 | 1318 | 2.44
-- routing by layer --
| layer | vias to the layer above | routed length, um | track usage |
|---|---|---|---|
| met5 | - | 80 | 0.0248 |
| met4 | 2 | 530 | 0.0428 |
| met3 | 32 | 2210 | 0.0690 |
| met2 | 274 | 11400 | 0.334 |
| met1 | 3744 | 12100 | 0.385 |
| li1 | 3770 | - | - |
-- final cells by class --
type                            count  area, um^2  area share
Tap cell                          280         350      0.0338
Timing Repair Buffer               76         716      0.0690
Sequential cell                   130        3740       0.361
Inverter                           23        86.3     0.00832
Multi-Input combinational cell    777        4910       0.473
Clock buffer                       21         460      0.0444
Clock inverter                     11         113      0.0109
-- cells in the final DEF (no fill, tap or decap), drive strengths merged, types with 29 or more instances in the layout --
cell type      synthesis  routed
clkdlybuf4s50          0      58
a221oi                29      29
nand3                 66      66
edfxtp               114     114
nor3                  40      40
a21oi                 63      63
o21ai                 46      46
nand2                 74      74
xnor2                 44      44
nor2                 111     111
xor2                  49      49
-- logic make-up (layout without fill, tap and decap cells) --
logic type / after synthesis / count (layout) / synth area share
AOI/OAI and AO/OA: 233 / 233 / 0.174
xor gates and xnor gates: 93 / 93 / 0.0899
adders and majority gates: 17 / 17 / 0.0235
buffers and inverters: 92 / 131 / 0.0453
DFF: 130 / 130 / 0.413
muxes: 2 / 2 / 0.00221
and+or+nand+nor: 432 / 432 / 0.252
-- power by group through the flow --
stage,sequential [mW],clock [mW],combinational (mW)
CTS,1.15,1.07,0.239
global route,1.16,1.10,0.266
finish,1.15,1.05,0.240
Power figures rest on the tool's default switching activity, not on a simulated workload.
