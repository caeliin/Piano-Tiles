**config.mk**
```make
export PLATFORM = sky130hd
export DESIGN_NAME = scoreregister
export DESIGN_NICKNAME = scoreregister
export VERILOG_FILES = /design/flow/design.v
export SDC_FILE = /design/flow/constraint.sdc
export NUM_CORES = 4
export LEC_CHECK = 1
export CORE_UTILIZATION = 40
```
**constraint.sdc**
```tcl
current_design scoreregister

set clk_period 7.9
set clk_io_pct 0.2

create_clock -name clk0 -period $clk_period [get_ports {clock}]

set non_clock_inputs [all_inputs -no_clocks]
set_input_delay [expr $clk_period * $clk_io_pct] -clock clk0 $non_clock_inputs
set_output_delay [expr $clk_period * $clk_io_pct] -clock clk0 [all_outputs]
```
**design.v**
```verilog
module scoreregister (clock, resetn, startn, current_state, increment,HEX0,HEX1,HEX2,HEX3,HEX4, HEX5, Q);
	input clock, resetn, startn, increment;
	input [5:0] current_state;
	output reg [23:0]Q;
	reg everyOther;
	output [6:0]HEX0, HEX1,HEX2,HEX3,HEX4,HEX5;
	reg [3:0] digit_5, digit_4, digit_3, digit_2, digit_1, digit_0;
	always@(*) begin
		digit_0 = Q[3:0];
		digit_1 = Q[7:4];
		digit_2 = Q[11:8];
		digit_3 = Q[15:12];
		digit_4 = Q[19:16];
		digit_5 = Q[23:20];
		if (digit_0 > 9) begin
			digit_1 = digit_1 + 1;
			digit_0 = digit_0 - 10;
		end
		if (digit_1 > 9) begin
			digit_2 = digit_2 + 1;
			digit_1 = digit_1 - 10;
		end
		if (digit_2 > 9) begin
			digit_3 = digit_3 + 1;
			digit_2 = digit_2 - 10;
		end
		if (digit_3 > 9) begin
			digit_4 = digit_4 + 1;
			digit_3 = digit_3 - 10;
		end
		if (digit_4 > 9) begin
			digit_5 = digit_5 + 1;
			digit_4 = digit_4 - 10;
		end
		if (digit_5 > 9) begin
			digit_0 = 9;
			digit_1 = 9;
			digit_2 = 9;
			digit_3 = 9;
			digit_4 = 9;
			digit_5 = 9;
		end
	end
	hexdisplay h1(.c3(digit_0[3]), .c2(digit_0[2]), .c1(digit_0[1]), .c0(digit_0[0]), .s(HEX0));
	hexdisplay h2(.c3(digit_1[3]), .c2(digit_1[2]), .c1(digit_1[1]), .c0(digit_1[0]), .s(HEX1));
	hexdisplay h3(.c3(digit_2[3]), .c2(digit_2[2]), .c1(digit_2[1]), .c0(digit_2[0]), .s(HEX2));
	hexdisplay h4(.c3(digit_3[3]), .c2(digit_3[2]), .c1(digit_3[1]), .c0(digit_3[0]), .s(HEX3));
	hexdisplay h5(.c3(digit_4[3]), .c2(digit_4[2]), .c1(digit_4[1]), .c0(digit_4[0]), .s(HEX4));
	hexdisplay h6(.c3(digit_5[3]), .c2(digit_5[2]), .c1(digit_5[1]), .c0(digit_5[0]), .s(HEX5));
always@ (posedge clock)
	begin 
	if (!resetn | (!startn & current_state == 5'd0)) begin
		everyOther <= 1'b0;
		Q <= 24'b000000000000000000000000;
	end
	else if (increment) begin
		if (everyOther) begin
			Q <= Q + 1'b1;
			everyOther <= 1'b0;
		end
		else 
			everyOther <= everyOther + 1'b1;
	end
end
endmodule
module hexdisplay(c3, c2, c1, c0, s);
    input c3, c2, c1, c0;  
	 output [6:0]s;  
    assign s[0] = ((~c3&~c2&~c1&c0)|(~c3&c2&~c1&~c0)|(c3&~c2&c1&c0)|(c3&c2&~c1&c0));
	 assign s[1] = ((~c3&c2&~c1&c0)|(~c3&c2&c1&~c0)|(c3&~c2&c1&c0)|(c3&c2&~c1&~c0)|(c3&c2&c1&~c0)|(c3&c2&c1&c0));
	 assign s[2] = ((~c3&~c2&c1&~c0)|(c3&c2&~c1&~c0)|(c3&c2&c1&~c0)|(c3&c2&c1&c0));
	 assign s[3] = ((~c3&~c2&~c1&c0)|(~c3&c2&~c1&~c0)|(~c3&c2&c1&c0)|(c3&~c2&c1&~c0)|(c3&c2&c1&c0));
	 assign s[4] = ((~c3&~c2&~c1&c0)|(~c3&~c2&c1&c0)|(~c3&c2&~c1&~c0)|(~c3&c2&~c1&c0)|(~c3&c2&c1&c0)|(c3&~c2&~c1&c0));
	 assign s[5] = ((~c3&~c2&~c1&c0)|(~c3&~c2&c1&~c0)|(~c3&~c2&c1&c0)|(~c3&c2&c1&c0)|(c3&c2&~c1&c0));
	 assign s[6] = ((~c3&~c2&~c1&~c0)|(~c3&~c2&~c1&c0)|(~c3&c2&c1&c0)|(c3&c2&~c1&~c0));
endmodule
```
**run.sh**
```bash
#!/bin/bash
# OpenROAD 26Q1-2900-gdf79404cd8, Yosys 0.63+post, stock flow scripts
make -C /OpenROAD-flow-scripts/flow DESIGN_CONFIG=/design/flow/config.mk WORK_HOME=/design/flow/orfs finish
```
==> flow_summary.ini <==
; synthesis and place-and-route metrics
[floorplanning]
die_area_sq_um = 8170
rows = 31
num_io_pins = 76
fp.dieW_microns = 90.4
initCoreUtil_pct = 42.2
dieHeight_microns = 90.4
coreArea_sq_um = 7410

[run]
max_cap_violations = 0
warnings = 28

[setup_path]
crit_path_max_fanout = 28
cp.required_ns = 6.32
end_kind = primary output
crit_type = reg2out
arrival_ns = 5.25
startpoint_type = flop

[power]
vdd_drop_max_mv = 0.0624
power_density_nw_per_um2 = 58.8
power_mw = 0.229
p_leak_nw = 1.41

[logic_synthesis]
edf_count = 0
ff_type = dfxtp_1
synthArstFlopShare_pct = 0
avgSynthCellArea_sq_um = 6.78
synth.distinct_cells = 59
synth_warnings = 1
ys_seq_share_pct = 16.0
syn_area_sq_um = 3130
ys_ff = 25
top_cell = nor2_1
yosys-stat-cells = 461
synth.area.top_cells = dfxtp_1 16%, xnor2_1 9.2%, nor2_1 9.1%, nand2_1 6.2%, xor2_1 5.9%
top_cell_area_share_pct = 16.0
netlist_instances = 461
yosys.stat.chipArea_sq_um = 3130
top_area_cell = dfxtp_1
synth.cells.most_frequent = 76 x nor2_1, 52 x nand2_1, 33 x xnor2_1, 28 x a21oi_1, 25 x dfxtp_1

[placed_design]
io_buffers = 75
placedCellCount = 604
gp_congestion = 0.886
dp_hpwl_microns = 5670
place_ws_ns = 1.35

[cells_and_area]
drive_gt1_share_pct = 4.52
finalNonFillerCells = 608
fillers = 737
area.sequential_sq_um = 500
final-comb-area_sq_um = 2430
areaGrowthSynthToFinish_pct = 24.9

[final_timing]
hold_ws_ns = 0.560
fin_skew_ns = 0.00222
finalCritPeriodShare_pct = 86.4
hold_viol = 0
rsz0062_at_grt = no
slew_headroom_pct = 39.6
setup_viol = 0
finalMaxSlewViolations = 0
fin_ws_ns = 1.07
worst_slew_pin_slew_ns = 0.887
fin_setup_tns_ns = 0
fmax_mhz = 146
period_minus_slack_ns = 6.83

[detailed_routing]
via_count = 3223
dr.pass1.iters = 5
detail-route-antenna-nets = 0
drt_iter0_markers = 110
vias_per_cell = 5.30
drc = 0
wl_microns = 7650
wl_per_cell_microns = 12.6
num_antenna_cells = 0

[global_route]
grt_pass1_vias = 2920
grt_max_degree = 29
overflow = 0
track_usage_pct = 19.4
antenna_found_initial = 0
grt_pass1_wl_microns = 13400

[cts]
clkSlewWorstSetupHoldPaths_ns = 0.09
h-tree-depth = 1
cts_buffers = 3
tritoncts = built
clockBufferDepth = 2
root_buffer = clkbuf_8
cts_setup_buffers = 0
hold_buffers = 0
cts.sinks = 25
post_cts_resized = 0
clock_latency_ns = 0.27

[min_path]
hold_path_class = reg2reg

[run_status]
status = finished clean
stage by stage:
stage          util [%]  area (sq um)
2_1_floorplan         -          3130
3_3_place_gp       52.1          3860
3_5_place_dp       52.1          3860
4_1_cts            52.7          3900
5_1_grt            52.7          3900
6_report           52.7          3900
worst max-delay path, stage by stage (launching register included):
cell and delay [ns]:
dfxtp_1 0.51, clkinv_1 0.30, ha_1 0.31, o21bai_2 0.12
and2_1 0.30, a21oi_2 0.10, or4_4 0.52, a21oi_1 0.36
o21a_1 0.48, mux2_2 0.52, mux2i_4 0.75, nor2_1 0.10
o21ai_0 0.10, clkdlybuf4s50_1 0.49
path summary, 6_finish.rpt:
kind                                      endpoint  slack (ns)  cells past startpoint              start
worst min register to register   Q[1]$_SDFFE_PP0P_        0.56                      2  Q[1]$_SDFFE_PP0P_
worst max register to register  Q[22]$_SDFFE_PP0P_        4.76                     11  Q[5]$_SDFFE_PP0P_
worst max-delay path                       HEX2[4]        1.07                     13  Q[0]$_SDFFE_PP0P_
worst min-delay path             Q[1]$_SDFFE_PP0P_        0.56                      2  Q[1]$_SDFFE_PP0P_
cell usage in the layout (no fill, tap or decap), types with 4 or more instances in the layout:
| master | netlist | layout |
|---|---|---|
| a211oi_1 | 7 | 7 |
| a21oi_1 | 28 | 28 |
| a31oi_1 | 4 | 4 |
| and2_1 | 4 | 4 |
| and3_1 | 7 | 7 |
| clkdlybuf4s50_1 | 0 | 75 |
| dfxtp_1 | 25 | 25 |
| ha_1 | 10 | 10 |
| inv_1 | 10 | 10 |
| mux2i_1 | 8 | 8 |
| nand2_1 | 52 | 52 |
| nand2b_1 | 7 | 7 |
| nand3_1 | 21 | 21 |
| nand4_1 | 6 | 6 |
| nor2_1 | 76 | 76 |
| nor2b_1 | 7 | 7 |
| nor3_1 | 18 | 18 |
| nor4_1 | 4 | 4 |
| o211ai_1 | 8 | 8 |
| o21ai_0 | 22 | 22 |
| or3_1 | 5 | 5 |
| xnor2_1 | 33 | 33 |
| xor2_1 | 21 | 21 |
metal layers:
layer / share of wire [%] / vias up / track usage [%]
li1: - / 1704 / -
met1: 51 / 1458 / 29.6
met2: 45 / 59 / 32.1
met3: 3.0 / 2 / 1.28
met4: 0.27 / 0 / 1.08
met5: 0 / - / 0
sequential cells by signal, summed over array words and instances, names as in the netlist:
name / flops
Q: 24
everyOther: 1
logic make-up (layout without fill, tap and decap cells):
kind of cell,after synthesis,after routing,synth area share [%]
compound gates,96,96,20.3
xor+xnor,54,54,15.1
fa+ha+maj,11,11,4.32
buf+inv,43,91,6.36
flops,25,25,16.0
mux,13,13,4.80
simple gates,219,219,33.1
power by group:
part	internal (mW)	leakage (nW)	total (mW)	switching (mW)
combinational	0.0135	1.18	0.0228	0.00929
clock	0.0361	0.0228	0.0775	0.0414
sequential	0.127	0.202	0.129	0.00224
area by class of cell:
cell class	instances	area share (%)
timing repair buffer	76	19.4
sequential	25	12.8
tap	99	3.17
inverter	11	1.06
clock buffer	4	1.15
multi-input combinational	393	62.4
Power is estimated from default activity; no workload was simulated.
